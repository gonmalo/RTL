$ cat design/flow/config.mk
export PLATFORM = sky130hd
export DESIGN_NAME = PSDRAMDriver
export DESIGN_NICKNAME = PSDRAMDriver
export VERILOG_FILES = /design/flow/design.v
export SDC_FILE = /design/flow/constraint.sdc
export NUM_CORES = 4
export LEC_CHECK = 1
export CORE_UTILIZATION = 40
$ cat design/flow/constraint.sdc
current_design PSDRAMDriver

set clk_period 3.1
set clk_io_pct 0.2

create_clock -name clk0 -period $clk_period [get_ports {ClkMem}]

set non_clock_inputs [all_inputs -no_clocks]
set_input_delay [expr $clk_period * $clk_io_pct] -clock clk0 $non_clock_inputs
set_output_delay [expr $clk_period * $clk_io_pct] -clock clk0 [all_outputs]
$ cat design/flow/design.v
`timescale 1ns / 1ps
module PSDRAMDriver(
        output reg WE,
        output reg CE,
        output reg OE,
        output reg LB,
        output reg UB,
        output reg ADV,
        output reg CRE,
        input WAIT,
        output [23:0] ADDR,
        inout  [15:0] DATA_BUS,
        input  [22:0] Address,
        input  [15:0] DataWrite,
        output reg [15:0] DataRead,
        input  StartWrite,
        input  StartRead,
        input  StartConfig,
        input  StartReadBCR,
        output reg StartDownloading,
        output reg StartUploading,
        output reg ReadyWrite,
        output reg ReadyRead,
        output ReadyConfig,
        output reg ReadyReadBCR,
        output reg StartSendBuff,
        output [7:0]DebugRam,
        input  ClkMem
    );
parameter NUMBER_OF_PIXELS = 128;  
parameter OPCODE = 23'b00_10_00_0_0_011_0_0_1_00_01_1_111_0;
parameter START_CONFIG1  = 1;
parameter START_CONFIG2  = 2;
parameter START_CONFIG3  = 3;
parameter START_CONFIG4  = 4;
parameter START_READ_BCR1= 5;
parameter START_READ_BCR2= 6;
parameter START_READ_BCR3= 7;
parameter START_READ1    = 8;
parameter START_READ2    = 9;
parameter START_READ3    =10;
parameter START_READ4    =11;
parameter START_READ5    =12;
parameter START_WRITE1  = 13;
parameter START_WRITE2  = 14;
parameter START_WRITE3  = 15;
parameter START_WRITE4  = 16;
reg [4:0]  Estados1;
reg [15:0] DataToBus;
reg ConfigReady;
reg Writing;
reg [2:0] Counter;
reg [7:0] DataCounter;
reg _WAIT;
assign DebugRam = {ClkMem,Estados1[4:0]}; 
assign ReadyConfig = ConfigReady;
assign ADDR = ConfigReady ? (Address<<1) : OPCODE;
assign DATA_BUS[15:0] = Writing? {DataToBus[15:0]}:16'bZ;
initial begin
  CRE = 0;
  ADV = 0;
  LB = 0;
  UB = 0;
  OE = 0;
  CE = 1;
  WE = 0;
  Estados1 = 0;
  DataRead = 0;
  ReadyWrite = 0;
  ReadyRead = 0;
  ConfigReady = 0;
  Writing = 0;
  Counter = 0;
  DataCounter = 0;
  StartDownloading = 0;
  StartUploading = 0;
  _WAIT = 0;
  StartSendBuff = 0;
  ReadyReadBCR = 0;
  DataToBus = 0;
end
always @(negedge ClkMem) begin
  case (Estados1)
    0: begin
      ReadyRead <= 0;
      ReadyWrite <= 0;
      if (StartWrite) begin
        Estados1 <= START_WRITE1;
      end
      if (StartRead) begin
        Estados1 <= START_READ1;
      end
      if (StartReadBCR) begin
        Estados1 <= START_READ_BCR1;
      end
      if (StartConfig) begin
        Estados1 <= START_CONFIG1;
      end
    end
    START_CONFIG1:
    begin
      CRE <= 1;
      ADV <= 1;
      WE  <= 1;
      Estados1 <= START_CONFIG2;
      ConfigReady <= 0;
    end
    START_CONFIG2:
    begin
      ADV <= 0;
      CE  <= 0;
      Estados1 <= START_CONFIG3;
    end
    START_CONFIG3:
    begin
      ADV <= 1;
      if(Counter == 1) begin 
        Estados1 <= START_CONFIG4;
        WE <= 0;
        Counter <= 0;
      end
      else
        Counter <= Counter + 1;
    end
    START_CONFIG4:
    begin
      if (Counter == 3) begin
        WE  <= 1;
        CE  <= 1;
        CRE <= 0;
        Estados1 <= START_READ1; 
        Counter <= 0;
        ConfigReady <= 1;
      end
      else
        Counter <= Counter + 1;
    end
    START_READ_BCR1:
    begin
      ConfigReady <= 0;
      CRE <= 1;
      ADV <= 0;
      CE  <= 0;
      OE  <= 1;
      WE  <= 1;
      Estados1 <= START_READ_BCR2 ;
    end
    (START_READ_BCR2):
    begin
      CRE <= 0;
      ADV <= 1;
      if (Counter == 3) begin
        Counter <= 0;
        OE <= 0;
        Estados1 <= START_READ_BCR3;
      end
      else begin
        Counter <= Counter + 1;
      end
    end
    (START_READ_BCR3):
    begin
      if (_WAIT) begin
        CE <= 1;
        Estados1 <= START_READ1;
        ConfigReady <= 1;
      end
    end
    (START_READ1):
    begin
      ADV <= 0;
      CE  <= 0;
      OE  <= 1;
      WE  <= 1;
      CRE <= 0;
      Estados1 <= START_READ2;
    end
    START_READ2:
    begin
      ADV <= 1;
      WE  <= 1;
      Estados1 <= START_READ3;
    end
    START_READ3:
    begin
      if (Counter == 1) begin
        OE <= 0;
        Estados1 <= START_READ4;
        Counter <= 0;
      end
      else
        Counter <= Counter + 1;
    end
    START_READ4:
    begin
      if(_WAIT) begin
        Estados1 <= START_READ5;
        StartDownloading <= 1;
      end
    end
    START_READ5:
    begin
      StartDownloading <= 0;
      if (DataCounter == NUMBER_OF_PIXELS-1) begin
        Estados1 <= 0;
        OE <= 1;
        CE <= 1;
        DataCounter <= 0;
        ReadyRead <= 1;
        DataRead <= DATA_BUS;
      end
      else begin
        DataCounter <= DataCounter + 1;
        DataRead <= DATA_BUS;
      end
    end
    START_WRITE1:
    begin
      ADV <= 0;
      CE  <= 0;
      OE  <= 1;
      WE  <= 0;
      Estados1 <= START_WRITE2;
      Writing <= 1;
    end
    START_WRITE2:
    begin
      ADV <= 1;
      Estados1 <= START_WRITE3;
      StartUploading <= 1;
    end
    START_WRITE3:
    begin
      StartUploading <= 0;
      if (_WAIT) begin
        Estados1 <= START_WRITE4;
        StartSendBuff <= 1;
        DataCounter <= 0;
        DataToBus <= DataWrite; 
      end
    end
    START_WRITE4:
    begin
      if (DataCounter == NUMBER_OF_PIXELS-1) begin
        Estados1 <= 0;
        OE <= 1;
        CE <= 1;
        DataCounter <= 0;
        Writing <= 0;
        ReadyWrite <= 0;
        StartSendBuff <= 0;                  
      end
      else begin
        DataCounter <= DataCounter + 1;
        DataToBus <= DataWrite; 
        if (DataCounter == NUMBER_OF_PIXELS-2)
          ReadyWrite <= 1;
      end
    end
  endcase
end
always @(posedge ClkMem) begin
  if(WAIT)
    _WAIT <= 1;
  else
    _WAIT <= 0;
end
endmodule
$ cat design/flow/run.sh
#!/bin/bash
# OpenROAD 26Q1-2900-gdf79404cd8, Yosys 0.63+post, stock flow scripts
make -C /OpenROAD-flow-scripts/flow DESIGN_CONFIG=/design/flow/config.mk WORK_HOME=/design/flow/orfs finish
==> impl_metrics.xml <==
<?xml version="1.0" encoding="UTF-8"?>
<metrics>
  <group name="grt">
    <metric name="pin_count_of_the_biggest_net_entering_global_routing" unit="">27</metric>
    <metric name="grt_pass1_wl" unit="mm">10.95</metric>
    <metric name="gr-total-overflow" unit="">0</metric>
    <metric name="grtUsageTotal" unit="%">19.09</metric>
    <metric name="first_global_vias" unit="">2487</metric>
    <metric name="antenna_violations_before_repair" unit="">0</metric>
  </group>
  <group name="timing">
    <metric name="hold_viol_final" unit="">0</metric>
    <metric name="worst_slew_margin_rel" unit="%">56.97</metric>
    <metric name="layout_setup_ws" unit="ns">-0.6637</metric>
    <metric name="slew_at_the_pin_closest_to_its_max_slew_limit" unit="ns">0.6448</metric>
    <metric name="clock_skew_after_layout" unit="ns">0.06561</metric>
    <metric name="slew_violations" unit="">0</metric>
    <metric name="setup_violations" unit="">55</metric>
    <metric name="grt_setup_unrepaired" unit="">yes</metric>
  </group>
  <group name="placed_design">
    <metric name="io_buffers" unit="">100</metric>
    <metric name="hpwl" unit="mm">5.069</metric>
    <metric name="placedInstanceArea" unit="mm2">0.004193</metric>
    <metric name="place.gp.congestion" unit="">0.8512</metric>
    <metric name="dpl.cell_count" unit="">457</metric>
  </group>
  <group name="floorplanning">
    <metric name="die_width" unit="um">89.26</metric>
    <metric name="floorplan.initialDensity" unit="%">41.76</metric>
    <metric name="die_height" unit="um">89.26</metric>
    <metric name="rows" unit="">31</metric>
    <metric name="ios" unit="">123</metric>
    <metric name="core_area" unit="mm2">0.007292</metric>
    <metric name="fp.dieArea" unit="mm2">0.007966</metric>
  </group>
  <group name="clock_tree">
    <metric name="path_clk_slew" unit="ns">0.03</metric>
    <metric name="clock_insertion_delay_worst_skew" unit="ns">0.51</metric>
    <metric name="cts_tree" unit="">built</metric>
  </group>
  <group name="pwr">
    <metric name="p_leak" unit="nW">2.033</metric>
    <metric name="finalPower" unit="mW">3.922</metric>
    <metric name="power-per-cell-area" unit="mW/mm2">862.6</metric>
    <metric name="vdd.ir_drop.worst" unit="uV">548.8</metric>
  </group>
  <group name="yosys">
    <metric name="async_flop_share" unit="%">0</metric>
    <metric name="synth_cells" unit="">260</metric>
    <metric name="yosys_register_bits" unit="">60</metric>
    <metric name="synth_top_cell_by_area" unit="">sky130_fd_sc_hd__edfxtp_1</metric>
    <metric name="fraction_of_the_yosys_area_taken_by_sequential_cells" unit="%">58.83</metric>
    <metric name="syn_area_per_cell" unit="um2">11.71</metric>
    <metric name="syn-cell-area" unit="mm2">0.003045</metric>
    <metric name="synth.yosys.num_cells" unit="">260</metric>
    <metric name="synth_chip_area" unit="mm2">0.003045</metric>
    <metric name="synth.area.top_cells" unit="">sky130_fd_sc_hd__edfxtp_1, sky130_fd_sc_hd__and2_1, sky130_fd_sc_hd__nand2b_1, sky130_fd_sc_hd__nor2_1, sky130_fd_sc_hd__buf_4</metric>
    <metric name="synth_warnings" unit="">2</metric>
    <metric name="synth.distinct_cells" unit="">54</metric>
    <metric name="synth_top_flop_cell" unit="">sky130_fd_sc_hd__edfxtp_1</metric>
    <metric name="yosysTopAreaCellShare" unit="%">58.18</metric>
    <metric name="synth-edff-count" unit="">59</metric>
  </group>
  <group name="route">
    <metric name="dr_total_vias" unit="">2554</metric>
    <metric name="met2_length" unit="mm">3.227</metric>
    <metric name="antenna-diode-count" unit="">0</metric>
    <metric name="met1_length" unit="mm">3.211</metric>
    <metric name="metal3_wl" unit="um">790</metric>
    <metric name="vias_per_cell" unit="">4.765</metric>
    <metric name="highest-signal-layer" unit="">met4</metric>
    <metric name="route.detailed.wl_per_inst" unit="um">13.59</metric>
    <metric name="postRouteWirelength" unit="mm">7.286</metric>
    <metric name="initial_detailed_routing_violation_count" unit="">101</metric>
    <metric name="detail_route.drc_violations" unit="">0</metric>
    <metric name="1st_pass_router_iterations" unit="">4</metric>
    <metric name="ant_nets" unit="">0</metric>
  </group>
  <group name="finish">
    <metric name="finish.utilization" unit="%">62.35</metric>
    <metric name="reg_area" unit="mm2">0.001793</metric>
    <metric name="final.fill_count" unit="">609</metric>
    <metric name="finalInstanceArea" unit="mm2">0.004547</metric>
    <metric name="flow.area_growth_from_synthesis" unit="%">49.30</metric>
    <metric name="drive_above_1_share" unit="%">20.14</metric>
    <metric name="stdcell_count" unit="">536</metric>
    <metric name="final-comb-area" unit="mm2">0.001135</metric>
  </group>
  <group name="critical_path">
    <metric name="timing.critical_path.fanout_max" unit="">24</metric>
    <metric name="cpLargestDelayFamily" unit="">buffers and inverters</metric>
    <metric name="critPathCaptureType" unit="">output port</metric>
    <metric name="cp.buffers_inverters" unit="">2</metric>
    <metric name="critical_path.cell_chain" unit="">buf_12 &gt; and2_1 &gt; clkdlybuf4s50_1</metric>
    <metric name="setup.worst_path.start_class" unit="">flop</metric>
    <metric name="critical_path_arrival" unit="ns">3.14</metric>
    <metric name="critical-path-slowest-cell" unit="">sky130_fd_sc_hd__edfxtp_1</metric>
    <metric name="worstSetupPathType" unit="">reg -&gt; out</metric>
    <metric name="critPathRequiredTime" unit="ns">2.48</metric>
    <metric name="critical-path-max-stage-delay" unit="ns">0.40</metric>
  </group>
  <group name="worst_hold_path">
    <metric name="timing.hold.worst.class" unit="">reg -&gt; reg</metric>
  </group>
  <group name="run">
    <metric name="timing.max_cap.violations" unit="">0</metric>
    <metric name="openroad.warnings" unit="">67</metric>
  </group>
  <group name="run_status">
    <metric name="status" unit="">finished with violations</metric>
    <metric name="failing_checks" unit="">setup timing</metric>
  </group>
</metrics>
==> power breakdown <==
part / internal [mW] / total [mW] / switching (mW)
combinational: 0.653 / 1.47 / 0.820
sequential: 1.18 / 1.26 / 0.0807
clock: 0.638 / 1.19 / 0.551
total: 2.47 / 3.92 / 1.45
==> through the flow <==
stage | hold WS [ns] | setup TNS, ns | worst slack [ns]
floorplan | 0.4003 | -0.09964 | -0.01993
global placement | 0.4177 | -7.155 | -0.4970
detailed placement | 0.4207 | -7.509 | -0.5054
CTS | 0.4241 | -16.21 | -0.6921
global route | 0.4288 | -17.90 | -0.7758
finish | 0.4197 | -13.91 | -0.6637
==> worst paths after layout <==
check | endpoint | startpoint | slack, ns | cells after the start
max | ADDR[11] | ConfigReady | -0.66 | 3
min | DataRead[1] | DATA_BUS[1] | 0.42 | 0
max reg2reg | Estados1[0] | _WAIT | 0.06 | 5
min reg2reg | DataRead[1] | DATA_BUS[1] | 0.42 | 0
==> layout by cell type (no fill, tap or decap), types with 3 or more instances in the layout <==
| master | instances |
|---|---|
| sky130_fd_sc_hd__ha_1 | 6 |
| sky130_fd_sc_hd__clkdlybuf4s50_1 | 56 |
| sky130_fd_sc_hd__dlymetal6s2s_1 | 7 |
| sky130_fd_sc_hd__nand2_1 | 12 |
| sky130_fd_sc_hd__nor2_1 | 22 |
| sky130_fd_sc_hd__clkbuf_8 | 12 |
| sky130_fd_sc_hd__inv_1 | 71 |
| sky130_fd_sc_hd__o21ai_0 | 7 |
| sky130_fd_sc_hd__nand2b_1 | 15 |
| sky130_fd_sc_hd__nor2_2 | 3 |
| sky130_fd_sc_hd__and3_1 | 3 |
| sky130_fd_sc_hd__buf_4 | 14 |
| sky130_fd_sc_hd__buf_2 | 35 |
| sky130_fd_sc_hd__nor3_1 | 5 |
| sky130_fd_sc_hd__o22ai_1 | 3 |
| sky130_fd_sc_hd__mux2i_1 | 3 |
| sky130_fd_sc_hd__edfxtp_1 | 59 |
| sky130_fd_sc_hd__and2_1 | 16 |
| sky130_fd_sc_hd__conb_1 | 6 |
| sky130_fd_sc_hd__nand3_1 | 10 |
| sky130_fd_sc_hd__a21oi_1 | 12 |
| sky130_fd_sc_hd__inv_6 | 3 |
| sky130_fd_sc_hd__xor2_1 | 5 |
| sky130_fd_sc_hd__xnor2_1 | 3 |
| sky130_fd_sc_hd__nor2b_1 | 4 |
| sky130_fd_sc_hd__o31ai_1 | 3 |
==> area by class of cell <==
class	instances	share of cell area, %
clock buffers	14	4.403
clock inverters	65	6.549
inverters	12	0.9906
multi-input cells	172	24.96
flip-flops and latches	60	39.43
well taps	99	2.724
repair buffers	114	20.94
==> registers in the layout (all words and copies together) (netlist names), 3 cells and up <==
name	count
Counter	3
DataRead	16
DataCounter	8
Estados1	5
DATA_BUS	16
==> metal layers <==
metal / global-route usage (%) / vias to the layer above
li1: - / 1274
met2: 26.37 / 128
met3: 8.989 / 9
met1: 28.54 / 1143
met4: 6.061 / 0
met5: 0 / -
==> cell families (layout without fill, tap and decap cells) <==
logic type / Yosys count / count (layout) / synth area share (%)
DFF: 60 / 60 / 58.83
muxes: 4 / 4 / 1.479
xor gates and xnor gates: 8 / 8 / 2.301
adders and majority gates: 6 / 6 / 2.465
and+or+nand+nor: 103 / 103 / 18.86
AOI/OAI and AO/OA: 45 / 45 / 10.39
buffers and inverters: 33 / 205 / 5.546
other: 1 / 6 / 0.1231
==> what timing repair did <==
item | CTS | global route
resized | 111 | 12
setup endpoints to repair | 60 | 64
pin swaps | 0 | 4
setup buffers | 1 | 1
hold buffers | 0 | 0
==> synthesized netlist by cell type (2+ instances only) <==
library cell,count
sky130_fd_sc_hd__inv_1,13
sky130_fd_sc_hd__nor2b_1,4
sky130_fd_sc_hd__a22oi_1,2
sky130_fd_sc_hd__a21o_1,2
sky130_fd_sc_hd__nor2_2,2
sky130_fd_sc_hd__nand3_1,10
sky130_fd_sc_hd__o31ai_1,3
sky130_fd_sc_hd__clkbuf_1,3
sky130_fd_sc_hd__and2_1,16
sky130_fd_sc_hd__nand2b_1,15
sky130_fd_sc_hd__xor2_1,5
sky130_fd_sc_hd__buf_2,6
sky130_fd_sc_hd__nand2_1,12
sky130_fd_sc_hd__nor3_1,5
sky130_fd_sc_hd__xnor2_1,3
sky130_fd_sc_hd__o22ai_1,3
sky130_fd_sc_hd__and3_1,3
sky130_fd_sc_hd__mux2i_1,3
sky130_fd_sc_hd__a21oi_1,12
sky130_fd_sc_hd__buf_4,10
sky130_fd_sc_hd__and3b_1,2
sky130_fd_sc_hd__o21ai_0,9
sky130_fd_sc_hd__edfxtp_1,59
sky130_fd_sc_hd__nor2_1,23
sky130_fd_sc_hd__ha_1,6
Power is estimated from default activity; no workload was simulated.
